===== flow/design.v =====
module mixer(
    input        clk_i,
    input        rst_i,       
    input  [2:0] color_i,
    output reg   clk_div_o,   
    output [2:0] rgb_4_o 
);
    reg [7:0] div_cnt;
    always @(posedge clk_i or posedge rst_i) begin
        if (rst_i == 1'b1)
            div_cnt <= 8'd0;
        else
            div_cnt <= div_cnt + 8'd1;
    end
    always @(posedge clk_i or posedge rst_i) begin
        if (rst_i == 1'b1)
            clk_div_o <= 1'b0;
        else
            if (div_cnt == 8'd127 || div_cnt == 8'd255)
                clk_div_o <= ~clk_div_o;
            else
                clk_div_o <= clk_div_o;
    end
    reg [7:0] pwm_b;
    reg [7:0] pwm_g;
    reg [7:0] pwm_r;
    always @(posedge clk_i) begin
        case (color_i)
            3'd0: begin
                pwm_b <= 8'd255;
                pwm_g <= 8'd31;
                pwm_r <= 8'd127;
            end
            3'd1: begin
                pwm_b <= 8'd255;
                pwm_g <= 8'd255;
                pwm_r <= 8'd0;
            end
            3'd2: begin
                pwm_b <= 8'd0;
                pwm_g <= 8'd255;
                pwm_r <= 8'd255;
            end
            3'd3: begin
                pwm_b <= 8'd255;
                pwm_g <= 8'd0;
                pwm_r <= 8'd255;
            end
            3'd4: begin
                pwm_b <= 8'd0;
                pwm_g <= 8'd0;
                pwm_r <= 8'd255;
            end
            3'd5: begin
                pwm_b <= 8'd0;
                pwm_g <= 8'd97;
                pwm_r <= 8'd255;
            end
            3'd6: begin
                pwm_b <= 8'd0;
                pwm_g <= 8'd255;
                pwm_r <= 8'd0;
            end
            3'd7: begin
                pwm_b <= 8'd255;
                pwm_g <= 8'd0;
                pwm_r <= 8'd0;
            end
        endcase
    end
    assign rgb_4_o[2] = (div_cnt < pwm_b) ? 1'b1 : 1'b0;
    assign rgb_4_o[1] = (div_cnt < pwm_g) ? 1'b1 : 1'b0;
    assign rgb_4_o[0] = (div_cnt < pwm_r) ? 1'b1 : 1'b0;
endmodule

===== flow/run.sh =====
#!/bin/bash
# OpenROAD 26Q1-2900-gdf79404cd8, Yosys 0.63+post, stock flow scripts
make -C /OpenROAD-flow-scripts/flow DESIGN_CONFIG=/design/flow/config.mk WORK_HOME=/design/flow/orfs finish

===== flow/config.mk =====
export PLATFORM = sky130hd
export DESIGN_NAME = mixer
export DESIGN_NICKNAME = mixer
export VERILOG_FILES = /design/flow/design.v
export SDC_FILE = /design/flow/constraint.sdc
export NUM_CORES = 4
export LEC_CHECK = 1
export CORE_AREA = 10 10 91 91
export DIE_AREA = 0 0 101 101

===== flow/constraint.sdc =====
current_design mixer

set clk_period 1.7
set clk_io_pct 0.2

create_clock -name clk0 -period $clk_period [get_ports {clk_i}]

set non_clock_inputs [all_inputs -no_clocks]
set_input_delay [expr $clk_period * $clk_io_pct] -clock clk0 $non_clock_inputs
set_output_delay [expr $clk_period * $clk_io_pct] -clock clk0 [all_outputs]

==> Slide: Implementation Results <==
Flow Results at a Glance

STA
  – RSZ-0062 raised after global routing: true
  – Final setup margin: -263 ps
  – Worst slew margin: 0.780
  – Max-slew violation count: 0
  – Period minus WS final: 1960 ps
  – Clk_skew: 1.68 ps
  – Peak Freq: 510 MHz
  – Hold slack: 350 ps
  – Worst Tran Pin Value: 330 ps
  – Final worst-path cycle share: 1.15
  – Final setup fails: 3
  – Fin. Hold Viols: 0

Die
  – Die W: 101 um
  – Core Area: 0.00635 mm^2
  – Starting Density: 0.165
  – Die height: 101 um
  – Die Area: 0.0102 mm^2
  – Ports: 9
  – FP Rows: 29

CTS
  – H-Tree Depth: 1
  – Clk slew on worst S/H paths: 60 ps
  – CTS tree: built
  – Worst-Skew Late Latency: 250 ps
  – Root Buffer: clkbuf_8
  – Clk buf depth: 2
  – Total CTS buffers: 3
  – Clock Sinks: 16

Synthesis
  – Mapped Cells: 102
  – Synth area leader: ha_1
  – Synth Seq Share: 0.348
  – Post-synthesis instance area: 0.00105 mm^2
  – #FFs+latches synth: 16
  – Synth area leaders: ha_1 30%, dfrtp_1 21%, dfxtp_1 13%, inv_1 3.9%, xnor2_1 3.3%
  – # Cells Yosys: 102
  – Dominant cell area share: 0.298
  – Yosys warnings: 1
  – Synth cell types: 22
  – Chip area in the Yosys report: 0.00105 mm^2
  – Syn Area/Cell: 10.3 um^2

Final layout
  – Final Cell Area: 0.00163 mm^2
  – Fillers: 617
  – Core Util, Final: 0.257
  – Area delta synth->final: 55.7%
  – Layout cells sized above 1: 0.396

Global routing
  – Global-route wire length before repair: 4060 um
  – GR Util All Layers: 0.0483
  – Grt met2 use: 0.0737
  – GRT busiest layer: met2
  – Met1 GRT Util: 0.0671
  – Gr ovfl total: 0
  – Largest net degree at the start of global routing: 10
  – Vias in the first global route: 881
  – Met3 Track Usage GR: 0.0159
  – Initial antenna violation count: 0

Critical path
  – Critical path class: flip-flop to primary output
  – Worst endpoint data arrival time: 1620 ps
  – CP Launch Type: flip-flop
  – CP required: 1360 ps
  – Crit-path slowest cell: dfrtp_1
  – Crit. End Element: primary output
  – CP delay by family, top: AND-OR/OR-AND gates
  – Most used cell along the critical path: a21o_1
  – Worst Path Buf+Inv: 2
  – Worst path cell trace: buf_6 -> ha_4 -> a21o_1 -> a21o_1 -> a41oi_2 -> buf_2
  – Worst-path fanout max: 3
  – Slowest stage delay, CP: 430 ps

Routing
  – WL final: 2220 um
  – Routed vias: 829
  – Routed WL per cell: 10.5 um
  – # diodes: 0
  – First DRT Iteration DRCs: 36
  – DRC: 0
  – Vias/cell: 3.93
  – Remaining antenna violation count: 0
  – Drt first pass iters: 4

Placed design
  – Cell Area, Placed: 0.00129 mm^2
  – GP Congestion: 0.777
  – I/O Buffers: 8
  – Detail Placement HPWL: 1530 um

Pwr
  – P_leak: 0.737 nW
  – Max IR drop VDD: 0.265 mV
  – PwrDens: 551 mW/mm^2

Status
  – Status: finished, violations left
  – Failing checks: negative setup slack

Flow run
  – Maxcap violations: 0
  – Warning total across the stage logs: 29

Worst hold path
  – Hold Crit Class: input port to asynchronous set/reset pin
-- registers in the layout (all words and copies together), names as in the netlist --
| register | flops |
|---|---|
| pwm_b | 1 |
| pwm_g | 4 |
| pwm_r | 2 |
| div_cnt | 8 |
| clk_div_o | 1 |
-- layout by cell type (no fill, tap or decap), types with 3 or more instances in the layout --
master and n:
a211oi_2 4, a21o_1 4, buf_2 3, buf_4 12, buf_6 9, clkbuf_8 4
clkdlybuf4s50_1 5, dfrtp_1 6, dfrtp_2 3, dfxtp_1 6, ha_1 14, ha_4 11
inv_1 9, mux2i_1 3, nand2_1 4, nand3_1 4, nor2_1 5, o21ai_1 4
xnor2_1 4, xor2_1 4
-- power by group --
group / internal, W / switching, W / total [W]
clock: 0.000205 / 0.000125 / 0.000330
sequential: 0.000394 / 0.00000497 / 0.000399
combinational: 0.0000872 / 0.0000837 / 0.000171
total: 0.000687 / 0.000214 / 0.000900
-- cells in the mapped netlist, drive strengths merged --
master / count
o22ai: 1
xor2: 4
mux2i: 3
a21oi: 2
clkbuf: 1
a211oi: 4
nand2b: 2
inv: 11
xnor2: 4
nand2: 4
nand3: 4
o21ai: 7
nor2: 5
ha: 25
o211ai: 2
nand4: 1
dfrtp: 9
a21o: 4
dfxtp: 7
a41oi: 2
-- path summary, 6_finish.rpt --
path	from	to	slack [ps]	cells after the start
worst max-delay path	div_cnt[6]$_DFF_PP0_	rgb_4_o[2]	-260	6
worst min-delay path	rst_i	div_cnt[2]$_DFF_PP0_	350	2
worst max register to register	div_cnt[0]$_DFF_PP0_	clk_div_o$_DFFE_PP0P_	370	6
worst min register to register	clk_div_o$_DFFE_PP0P_	clk_div_o$_DFFE_PP0P_	480	1
max in group asynchronous	rst_i	div_cnt[5]$_DFF_PP0_	1090	2
min in group clk0	clk_div_o$_DFFE_PP0P_	clk_div_o$_DFFE_PP0P_	480	1
-- cells by family after synthesis --
family / count (synthesis) / share of synthesized area
compound gates: 22 / 0.147
xor+xnor: 8 / 0.0667
fa+ha+maj: 25 / 0.298
buf+inv: 12 / 0.0429
flops: 16 / 0.348
mux: 3 / 0.0286
simple gates: 16 / 0.0691
-- through the flow --
step	total power [W]	std cells	setup slack (ps)	setup TNS, ps
final	0.000900	211	-263	-673
after global routing	0.000953	211	-360	-915
after CTS	0.000903	211	-278	-705
after detailed placement	0.000543	195	-456	-1290
after global placement	0.000541	195	-464	-1290
after floorplan	0.000489	102	194	0
-- worst register-to-register path, stage by stage, from the launching register on --
cell     delay, ps
dfrtp_1        390
buf_4          160
ha_1           210
nand2_1         60
nor2_1         170
nand2_1        100
xnor2_1        120
-- routing by layer --
metal / up-vias / routed length, um
met4: 0 / 0
met5: - / 0
met1: 381 / 1120
met3: 0 / 128
li1: 430 / -
met2: 18 / 979
-- cell type report --
cell class              instances  area, um^2  share of cell area
repair buffers                 29         256               0.157
flip-flops and latches         16         370               0.227
inverters                      11        43.8              0.0268
multi-input cells              74         812               0.497
clock buffers                   4        55.1              0.0337
well taps                      77        96.3              0.0590
-- repair_timing --
action / in CTS / in global routing
pin swaps: 18 / 3
setup endpoints to repair: 3 / 3
setup buffers: 12 / 0
hold buffers: 0 / 0
gates resized: 40 / 5
Power is estimated from default activity; no workload was simulated.
