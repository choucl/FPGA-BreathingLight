[./design.v]
module breather (
    input        clk_div_i,   
    input        rst_i,
    input  [2:0] rgb_i,
    output [2:0] rgb4_o,
    output reg   clk_div_o
);
    reg        mask;             
    reg [31:0] clk_cnt;          
    reg [4:0]  phase_cnt;        
    reg [3:0]  brightness;       
    reg [3:0]  brightness_cnt;   
    always @(posedge clk_div_i or posedge rst_i) begin
        if (rst_i == 1) begin
            clk_cnt        <= 32'd0;
            phase_cnt      <= 5'd0;
            brightness_cnt <= 4'd0;
            brightness     <= 4'd15;
            mask           <= 1;
            clk_div_o      <= 0;
        end else begin
            if (clk_cnt != 32'd30517) begin
                clk_cnt   <= clk_cnt + 32'd1; 
            end else begin   
                clk_cnt   <= 32'd0;
                phase_cnt <= phase_cnt + 5'd1;
                if (phase_cnt < 5'd15) begin
                    brightness <= brightness - 4'd1;   
                end else if (phase_cnt > 5'd15 && phase_cnt < 5'd31) begin
                    brightness <= brightness + 4'd1;   
                end else begin
                    brightness <= brightness;
                end
                if (phase_cnt == 5'd15 || phase_cnt == 5'd31) begin
                    clk_div_o <= ~clk_div_o;
                end
            end
            if (brightness_cnt == 4'hf) begin
                mask           <= 1;
                brightness_cnt <= 4'd0;
            end else begin
                brightness_cnt <= brightness_cnt + 4'd1;
                if (brightness_cnt >= brightness) mask <= 0;
            end
        end
    end
    assign rgb4_o = rgb_i & {3{mask}};   
endmodule
[./run.sh]
#!/bin/bash
# OpenROAD 26Q1-2900-gdf79404cd8, Yosys 0.63+post, stock flow scripts
make -C /OpenROAD-flow-scripts/flow DESIGN_CONFIG=/design/flow/config.mk WORK_HOME=/design/flow/orfs finish
[./config.mk]
export PLATFORM = sky130hd
export DESIGN_NAME = breather
export DESIGN_NICKNAME = breather
export VERILOG_FILES = /design/flow/design.v
export SDC_FILE = /design/flow/constraint.sdc
export NUM_CORES = 4
export LEC_CHECK = 1
export CORE_UTILIZATION = 30
[./constraint.sdc]
current_design breather

set clk_period 6.3
set clk_io_pct 0.2

create_clock -name clk0 -period $clk_period [get_ports {clk_div_i}]

set non_clock_inputs [all_inputs -no_clocks]
set_input_delay [expr $clk_period * $clk_io_pct] -clock clk0 $non_clock_inputs
set_output_delay [expr $clk_period * $clk_io_pct] -clock clk0 [all_outputs]
==> impl_metrics.csv <==
group,metric,value,unit
status,status,"finished clean",
die,design.die.area,0.00829,sq mm
power_and_ir_drop,worst_voltage_drop_across_the_vdd_grid,0.000132,V
route,detail_route.wirelength.met1,1.98,mm
job,max_cap_violations,0,
route,postRouteAntennaNets,0,
die,fp.dieH,91.0,um
route,dr_total_vias,1573,
die,die.size.x,91.0,um
placement,numPlacedInstances,328,
worst_setup_path,timing.critical_path.arrival,2270,ps
global_routing,grt_antenna_before_repair,0,
global_routing,grt_max_degree,48,
logic_synthesis,share_of_flip_flops_with_an_asynchronous_set_or_reset,100,%
logic_synthesis,yosys_stat_area,0.00238,sq mm
worst_setup_path,crit_path_top_delay_cell,"sky130_fd_sc_hd__clkdlybuf4s50_1",
placement,dp_hpwl,2.58,mm
placement,routabilityCongestion,0.769,
clocking,cts_buffer_depth,2,
sta,clock.fmax,0.284,GHz
placement,placement.io_buffers,8,
global_routing,grt_pass1_vias,1498,
sta,fin_worst_skew,8.49,ps
route,detailroute.wirelength.met3,131,um
clocking,clock_transition_at_the_registers_of_the_reported_paths,80,ps
clocking,worstSkewPairLatency,300,ps
power_and_ir_drop,cellPowerDensity,191,mW/mm^2
sta,rsz0062_at_grt,"no",
sta,slew_headroom,58.9,%
logic_synthesis,syn-mean-instance-area,10.9,sq um
logic_synthesis,mappedNetlistArea,0.00238,sq mm
worst_setup_path,worstSetupPathType,"input port to output pin",
logic_synthesis,synth-edff-count,0,
clocking,tritoncts_num_sinks,47,
worst_setup_path,crit_path_max_incr_delay,450,ps
finish,flow.area_growth_from_synthesis,12.5,%
min_path,hold-path-cell-count,1,
min_path,worst_hold_launch,"clk_cnt[31]$_DFF_PP0_",
logic_synthesis,dominantRegCellSynth,"sky130_fd_sc_hd__dfrtp_1",
global_routing,first_pass_grt_wire_length,7.06,mm
sta,finalSetupViolCount,0,
clocking,tritoncts.num_buffers,5,
worst_setup_path,reg2regPathDepth,8,
power_and_ir_drop,static-leakage-power,1.18,nW
worst_setup_path,r2r_start,"clk_cnt[1]$_DFF_PP0_",
clocking,clockRootBuffer,"sky130_fd_sc_hd__clkbuf_8",
route,detail_route.iter0.violations,53,
logic_synthesis,number_of_cells_produced_by_synthesis,219,
route,met2_wirelength,1.62,mm
worst_setup_path,crit_top_cell,"sky130_fd_sc_hd__clkdlybuf4s50_1",
placement,placement.cell_area,0.00257,sq mm
die,initial_core_util,30.9,%
min_path,worstHoldEndpoint,"clk_cnt[31]$_DFF_PP0_",
worst_setup_path,crit_fanout,1,
job,tool_warnings,27,
die,fp-row-count,32,
worst_setup_path,cp-end-kind,"output pin",
clocking,cts-htree-levels,2,
finish,finalInstanceArea,0.00268,sq mm
finish,drive_above_1_share,9.40,%
route,num_antenna_cells,0,
logic_synthesis,yosys.stat.seqShare,49.7,%
finish,final_cell_count_no_fill,336,
die,design.core.area,0.00769,sq mm
sta,timing.setup.tns,0,ps
clocking,post-cts-setup-buffer-count,0,
min_path,hold_path.class,"flip-flop to flip-flop",
route,drt_wl_total,3.77,mm
sta,drv_slew,0,
die,floorplan.io_pins,9,
route,post_drt_via_cell_ratio,4.68,
route,drt_pass1_iterations,4,
clocking,cts_hold_buffers,0,
worst_setup_path,crit_chain,"clkdlybuf4s50_1 > and2_1 > clkdlybuf4s50_1",
logic_synthesis,yosys_warnings,1,
worst_setup_path,cp-start-kind,"input port",
sta,min_period_over_period,56.0,%
route,drt-wirelength-per-cell,11.2,um
logic_synthesis,synth_cell_types,36,
sta,final_hold_slack,480,ps
finish,layout.filler_cells,788,
clocking,post_cts.resized_instances,0,
route,top_signal_layer_used,"met4",
worst_setup_path,worstReg2RegEnd,"brightness[2]$_DFFE_PP1P_",
clocking,cts_tree,"built",
worst_setup_path,req_time_crit_path,5040,ps
sta,hold_viol,0,
worst_setup_path,setup.reg_to_reg.worst_slack,4070,ps
logic_synthesis,ys_ff,47,
sta,min_period,3530,ps
global_routing,gr-usage-all-layers,10.5,%
logic_synthesis,number_of_cell_instances_after_yosys_synthesis,219,
power_and_ir_drop,design_power_total,511,uW
route,drc_errors,0,
global_routing,globalRouteOverflowTotal,0,
sta,max_slew.worst_pin.slew,611,ps
worst max path at each step:
stage                    start   endpoint
after CTS             rgb_i[1]  rgb4_o[1]
after global routing  rgb_i[2]  rgb4_o[2]
final                 rgb_i[2]  rgb4_o[2]
stage by stage:
step                      worst slack, ps  utilization, %
after global placement               2770            33.5
after CTS                            2770            34.8
final                                2770            34.8
after detailed placement             2770            33.5
after floorplan                      3670               -
after global routing                 2720            34.8
logic make-up after synthesis:
| group | count (synthesis) | synth area share, % |
|---|---|---|
| xor+xnor | 39 | 14.4 |
| mux | 3 | 1.32 |
| simple gates | 88 | 20.6 |
| compound gates | 13 | 3.73 |
| flops | 47 | 49.7 |
| fa+ha+maj | 13 | 7.15 |
| buf+inv | 16 | 3.16 |
state kept, by name (all words and copies together), names as in the netlist:
signal / flops
brightness_cnt: 4
mask: 1
brightness: 4
clk_cnt: 32
clk_div_o: 1
phase_cnt: 5
cell usage in the layout, fill, tap and decap left out, types with 2 or more instances in the layout:
master	Yosys	layout
sky130_fd_sc_hd__a21oi_1	4	4
sky130_fd_sc_hd__and2_1	4	4
sky130_fd_sc_hd__xor2_1	16	16
sky130_fd_sc_hd__nor2b_1	2	2
sky130_fd_sc_hd__nor3_1	2	2
sky130_fd_sc_hd__buf_4	2	2
sky130_fd_sc_hd__inv_1	13	12
sky130_fd_sc_hd__clkbuf_8	0	7
sky130_fd_sc_hd__and3_1	5	5
sky130_fd_sc_hd__nand4_1	15	15
sky130_fd_sc_hd__dfrtp_1	42	42
sky130_fd_sc_hd__mux2i_1	2	2
sky130_fd_sc_hd__clkdlybuf4s50_1	0	8
sky130_fd_sc_hd__o21ai_0	3	3
sky130_fd_sc_hd__and4_1	2	2
sky130_fd_sc_hd__dfstp_2	5	5
sky130_fd_sc_hd__nand2_1	11	11
sky130_fd_sc_hd__nor2_1	25	25
sky130_fd_sc_hd__xnor2_1	23	23
sky130_fd_sc_hd__nand3_1	11	11
sky130_fd_sc_hd__ha_1	12	12
sky130_fd_sc_hd__nor4_1	4	4
worst max-delay path, delay by kind of cell:
kind | cells | cell delay (ps)
buf+inv | 2 | 900
simple gates | 1 | 110
routing by layer:
layer | vias to the layer above | track usage (%)
met2 | 22 | 15.5
met1 | 764 | 17.3
met3 | 5 | 1.96
met5 | - | 0
met4 | 0 | 1.06
li1 | 782 | -
synth_stat cells, drive strengths merged, types with 5 or more instances:
master | number | area, sq um
nand4 | 16 | 106
inv | 13 | 48.8
dfrtp | 42 | 1050
nand2 | 11 | 41.3
nor2 | 25 | 93.8
xnor2 | 23 | 201
dfstp | 5 | 131
xor2 | 16 | 140
and3 | 5 | 31.3
nor4 | 5 | 46.3
nand3 | 11 | 55.1
ha | 12 | 150
report_power, final:
| part | total (mW) | leakage [nW] | switching (mW) | internal, mW |
|---|---|---|---|---|
| combinational | 0.0108 | 0.500 | 0.00619 | 0.00461 |
| sequential | 0.302 | 0.629 | 0 | 0.302 |
| clock | 0.199 | 0.0515 | 0.0984 | 0.100 |
| total | 0.511 | 1.18 | 0.105 | 0.406 |
area by class of cell:
class                           instances  area [sq um]  area share (%)
Clock buffer                            8           100            3.74
Inverter                               13          48.8            1.82
Multi-Input combinational cell        156          1120            41.9
Sequential cell                        47          1180            44.2
Tap cell                              102           128            4.77
Timing Repair Buffer                   10          95.1            3.55
Power figures rest on the tool's default switching activity, not on a simulated workload.
