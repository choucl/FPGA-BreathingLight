===== /design/flow/constraint.sdc =====
current_design fsm

set clk_period 2.1
set clk_io_pct 0.2

create_clock -name clk0 -period $clk_period [get_ports {clk_div_i}]

set non_clock_inputs [all_inputs -no_clocks]
set_input_delay [expr $clk_period * $clk_io_pct] -clock clk0 $non_clock_inputs
set_output_delay [expr $clk_period * $clk_io_pct] -clock clk0 [all_outputs]

===== /design/flow/config.mk =====
export PLATFORM = sky130hd
export DESIGN_NAME = fsm
export DESIGN_NICKNAME = fsm
export VERILOG_FILES = /design/flow/design.v
export SDC_FILE = /design/flow/constraint.sdc
export NUM_CORES = 4
export LEC_CHECK = 1
export CORE_AREA = 10 10 70 70
export DIE_AREA = 0 0 80 80

===== /design/flow/design.v =====
module fsm (
    input            clk_div_i,
    input            rst_i,
    output reg [2:0] color_o
);
    parameter red    = 3'd0,
              orange = 3'd1,
              yellow = 3'd2,
              green  = 3'd3,
              blue   = 3'd4,
              purple = 3'd5;
    reg [2:0] cstate;
    always @(posedge clk_div_i or posedge rst_i) begin
        if (rst_i == 1) begin
            cstate <= 0; 
        end else begin
            if (cstate == 3'd5) begin
                cstate <= 0;
            end else begin
                cstate <= cstate + 1;
            end
        end
    end
    always @(*) begin   
        case (cstate)
            red:    color_o = 3'd4;
            orange: color_o = 3'd5;
            yellow: color_o = 3'd2;
            green:  color_o = 3'd6;
            blue:   color_o = 3'd7;
            purple: color_o = 3'd0;
            default:color_o = 3'd4;
        endcase
    end
endmodule

===== /design/flow/run.sh =====
#!/bin/bash
# OpenROAD 26Q1-2900-gdf79404cd8, Yosys 0.63+post, stock flow scripts
make -C /OpenROAD-flow-scripts/flow DESIGN_CONFIG=/design/flow/config.mk WORK_HOME=/design/flow/orfs finish

==> reports/metrics.csv <==
stage,metric,value,unit
run_status,status,"finished, final reports clean",
floorplan,Die H,80,µm
timing,Tightest Pin Transition,0.2029,ns
cells_and_area,number of flip-flops in the largest register,3,
route,routed len/inst,5.773,µm
clocking,clk root buf,clkbuf_4,
critical_path,"Cell Chain, Critical Path",buf_4 > nand2b_1 > a21oi_1 > clkdlybuf4s50_1,
timing,Final period util,0.9488,
route,vias per inst,2.200,
yosys,aoi share,0.1748,
timing,Layout Skew,0.001217,ns
yosys,Top non-seq family,simple AND/OR/NAND/NOR gates,
clocking,CTS HTree Levels,1,
global_route,global-route wire length before repair,752,µm
flow_run,max cap viols,0,
power_and_ir_drop,pwr dens,470.7,nW/µm²
timing,RSZ-0062 raised after global routing,no,
cells_and_area,ratio of cells with drive above 1 in the final layout,0.3448,
global_route,initial antenna violation count,0,
route,first drt pass iteration count,2,
critical_path,"delay-heaviest family, CP",buffers and inverters,
floorplan,chip area,6400,µm²
yosys,syn_area_per_cell,9.417,µm²
clocking,TritonCTS clock tree,yes,
yosys,post-synth area from yosys stat,178.9,µm²
timing,Max transition margin,0.8645,
yosys,Synth Area in XOR/XNOR,0,
place,input/output buffers,4,
floorplan,Initial Util,0.05238,
cells_and_area,Biggest register,cstate,
cells_and_area,Gate Area,105.1,µm²
global_route,number of global-route vias before repair,174,
timing,Final Hold Fails,0,
power_and_ir_drop,Tot Pwr,0.0001608,W
yosys,Yosys warnings,1,
power_and_ir_drop,Comb power frac,0.019,
route,WL final,433,µm
critical_path,crit-path max cell delay,0.48,ns
floorplan,DIE WIDTH,80,µm
power_and_ir_drop,Reg power frac,0.362,
timing,fin crit period,1.992,ns
yosys,"Adder Share, Synth",0.06993,
yosys,yosys simple share,0.2308,
flow_run,tool warnings,25,
critical_path,CP max-delay cell,clkdlybuf4s50_1,
yosys,ys flops,3,
floorplan,Ports,5,
floorplan,std cell rows,21,
critical_path,worst-path maximum fanout,4,
timing,post-route setup TNS,0,ns
route,Antenna Cells,0,
critical_path,Worst setup EP type,output port,
route,Vias,165,
clocking,Clock Path Buffers,2,
floorplan,area of the core,3416,µm²
critical_path,Required @ worst endpoint,1.68,ns
yosys,post-synthesis sequential area ratio,0.4196,
place,RePlAce Congestion,0.6120,
timing,fmax,0.5019,GHz
critical_path,Crit path arrival time,1.57,ns
yosys,cell count listed in synth_stat.txt,19,
yosys,cells after synthesis,19,
clocking,"Reg clk slew, reported paths",0.04,ns
clocking,Skew-Pair Late Insertion Delay,0.23,ns
critical_path,kind of critical path,register to output port,
clocking,CTS sink count,3,
route,DR DRC count,0,
place,dpl cells,69,
route,DR iter-0 viols,3,
timing,Setup Viol. Count Final,0,
cells_and_area,# fillers,400,
critical_path,Worst Setup Start Kind,register,
worst_hold_path,min-delay worst type,primary input to asynchronous set/reset pin,
power_and_ir_drop,P_sw,0.00002979,W
power_and_ir_drop,Clock power frac,0.620,
yosys,Mux area share,0,
critical_path,WP buf/inv,2,
cells_and_area,Flop area,76.32,µm²
global_route,GR Util All Layers,0.01552,
power_and_ir_drop,Worst VDD drop,0.00009151,V
global_route,GRT overflow,0,
global_route,largest net degree at the start of global routing,7,
cells_and_area,Regs by FF count,cstate (3),
power_and_ir_drop,Leakage,0.1415,nW
yosys,synthesized area,178.9,µm²
route,"antenna viol nets, final",0,
power_and_ir_drop,Internal,0.0001310,W
timing,Final Slew Violations,0,
cells_and_area,Finished Layout Cells,75,
power_and_ir_drop,switch share,0.1853,
cells_and_area,Synth-to-Final Area Change,90.91,%
clocking,cts hold-fix bufs,0,
clocking,Num CTS Buffers,3,
yosys,Synth cell types,12,
power by group through the flow:
| stage | logic, W | registers, W | clock network (W) |
|---|---|---|---|
| 4_1_cts | 0.00000314 | 0.0000581 | 0.000107 |
| 5_1_grt | 0.00000337 | 0.0000581 | 0.000111 |
| 6_report | 0.00000300 | 0.0000581 | 0.0000996 |
layer usage:
layer / global-route usage / routed length, µm / up-vias
met5: 0 / 0 / -
met4: 0.007042 / 0 / 0
met3: 0.02045 / 75 / 0
met2: 0.01685 / 159 / 5
met1: 0.01597 / 198 / 75
li1: - / - / 85
path summary, 6_finish.rpt:
kind | cells past startpoint | endpoint | slack, ns | from
max in group asynchronous | 2 | cstate[0]$_DFF_PP0_ | 1.60 | rst_i
worst max register to register | 3 | cstate[1]$_DFF_PP0_ | 1.02 | cstate[1]$_DFF_PP0_
worst max-delay path | 4 | color_o[0] | 0.11 | cstate[2]$_DFF_PP0_
worst min-delay path | 2 | cstate[1]$_DFF_PP0_ | 0.36 | rst_i
min in group clk0 | 1 | cstate[0]$_DFF_PP0_ | 0.47 | cstate[0]$_DFF_PP0_
worst min register to register | 1 | cstate[0]$_DFF_PP0_ | 0.47 | cstate[0]$_DFF_PP0_
worst reg2reg max path, delay by kind of cell (launching register included):
family,cells,cell delay [ns]
flops,1,0.40
simple gates,1,0.36
buf+inv,1,0.17
compound gates,1,0.08
area by class of cell:
cell class / instances / share of cell area
clock buffers: 4 / 0.07692
well taps: 46 / 0.1685
flip-flops and latches: 3 / 0.2234
inverters: 5 / 0.05494
repair buffers: 6 / 0.1685
multi-input cells: 11 / 0.3077
cell families (layout without fill, tap and decap cells):
group,after synthesis,in the layout
buffers and inverters,5,15
adder cells (fa/ha/maj),1,1
flip-flops,3,3
AND-OR/OR-AND,5,5
AND/OR/NAND/NOR,5,5
stage by stage:
step	cell area [µm²]	utilization	setup slack [ns]	hold slack (ns)
after global routing	341.6	0.1000	0.03345	0.3596
after global placement	276.5	0.08095	0.1630	0.4816
after floorplan	178.9	-	0.7508	0.1736
after detailed placement	276.5	0.08095	0.1443	0.5020
after CTS	317.8	0.09304	0.0006853	0.3546
final	341.6	0.1000	0.1075	0.3579
layout by cell type, fill, tap and decap left out, types with 2 or more instances in the layout:
cell / instances
buf_4: 2
clkbuf_4: 3
dfrtp_1: 2
nand2b_1: 2
inv_1: 4
clkdlybuf4s50_1: 3
cell usage after synthesis:
library cell	number	share of area
o21ai_0	1	0.028
inv_1	5	0.10
o311ai_1	1	0.049
ha_1	1	0.070
nand2b_2	1	0.049
a21oi_1	1	0.028
o21ai_1	1	0.028
nand4bb_1	1	0.063
nand2b_1	2	0.070
dfrtp_1	3	0.42
or3b_1	1	0.049
o211ai_1	1	0.042
repair_timing:
item | 4_1_cts | 5_1_grt
setup endpoints to repair | 1 | 1
gates resized | 0 | 5
buffers inserted | 2 | 0
pin swaps | 1 | 1
Power figures rest on the tool's default switching activity, not on a simulated workload.
